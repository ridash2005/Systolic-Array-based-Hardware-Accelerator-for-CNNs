==> /design/flow/design.v <==
module deserializer #(
    parameter WIDTH = 32
)(
    input  wire              clk,           
    input  wire              rst_n,
    input  wire              serial_clk,    
    input  wire              serial_data,
    input  wire              frame_sync,
    output reg  [WIDTH-1:0] parallel_data,
    output reg               data_valid
);
    reg [$clog2(WIDTH)-1:0] bit_idx;
    reg [WIDTH-1:0] shift_reg;
    reg receiving;
    reg serial_word_ready;
    reg [WIDTH-1:0] serial_word;
    reg serial_toggle;
    reg serial_toggle_sync1, serial_toggle_sync2;
    reg [WIDTH-1:0] word_buffer;
    always @(posedge serial_clk or negedge rst_n) begin
        if (!rst_n) begin
            bit_idx           <= 0;
            shift_reg         <= 0;
            receiving         <= 1'b0;
            serial_word       <= 0;
            serial_word_ready <= 1'b0;
        end else begin
            if (frame_sync && !receiving) begin
                bit_idx           <= 0;
                receiving         <= 1'b1;
                shift_reg[0]      <= serial_data;   
                serial_word_ready <= 1'b0;
            end else if (receiving) begin
                shift_reg <= {serial_data, shift_reg[WIDTH-1:1]};  
                bit_idx   <= bit_idx + 1;
                if (bit_idx == WIDTH-1) begin
                    serial_word       <= shift_reg;
                    serial_word_ready <= 1'b1;
                    receiving         <= 1'b0;
                end else begin
                    serial_word_ready <= 1'b0;
                end
            end else begin
                serial_word_ready <= 1'b0;
            end
        end
    end
    always @(posedge serial_clk or negedge rst_n) begin
        if (!rst_n) begin
            serial_toggle <= 1'b0;
            word_buffer   <= 0;
        end else if (serial_word_ready) begin
            serial_toggle <= ~serial_toggle;   
            word_buffer   <= serial_word;      
        end
    end
    always @(posedge clk or negedge rst_n) begin
        if (!rst_n) begin
            serial_toggle_sync1 <= 1'b0;
            serial_toggle_sync2 <= 1'b0;
        end else begin
            serial_toggle_sync1 <= serial_toggle;
            serial_toggle_sync2 <= serial_toggle_sync1;
        end
    end
    always @(posedge clk or negedge rst_n) begin
        if (!rst_n) begin
            parallel_data <= 0;
            data_valid    <= 1'b0;
        end else if (serial_toggle_sync1 ^ serial_toggle_sync2) begin
            parallel_data <= word_buffer;
            data_valid    <= 1'b1;
        end else begin
            data_valid    <= 1'b0;
        end
    end
endmodule
module PE_MAC #(
    parameter AW   = 8,
    parameter BW   = 8,
    parameter ACCW = 32
)(
    input  wire                   clk,
    input  wire                   rst_n,
    input  wire                   ce,
    input  wire signed [AW-1:0]   A_in,
    input  wire signed [BW-1:0]   B_in,
    input  wire                   load_acc,
    output wire signed [AW-1:0]   A_out,
    output wire signed [BW-1:0]   B_out,
    output wire signed [ACCW-1:0] acc_out
);
    reg signed [AW-1:0] A_reg;
    reg signed [BW-1:0] B_reg;
    reg signed [(AW+BW)-1:0] prod_reg;
    reg signed [ACCW-1:0] acc_reg;
    always @(posedge clk or negedge rst_n) begin
        if (!rst_n) begin
            A_reg <= 0;
            B_reg <= 0;
        end else if (ce) begin
            A_reg <= A_in;
            B_reg <= B_in;
        end
    end
    always @(posedge clk or negedge rst_n) begin
        if (!rst_n)
            prod_reg <= 0;
        else if (ce)
            prod_reg <= A_reg * B_reg;
    end
    always @(posedge clk or negedge rst_n) begin
        if (!rst_n)
            acc_reg <= 0;
        else if (ce) begin
            if (load_acc)
                acc_reg <= 0;
            else
                acc_reg <= acc_reg + {{(ACCW-(AW+BW)){prod_reg[(AW+BW)-1]}}, prod_reg};
        end
    end
    assign A_out   = A_reg;      
    assign B_out   = B_reg;      
    assign acc_out = acc_reg;
endmodule
module serializer (
    clk,
    rst_n,
    start,               
    parallel_data,
    serial_clk,
    frame_sync,
    serial_data,
    busy
);
    parameter WIDTH = 32;
    input clk;
    input rst_n;
    input start;
    input [WIDTH-1:0] parallel_data;
    output serial_clk;           
    output wire frame_sync;      
    output reg serial_data;      
    output wire busy;            
    reg [$clog2(WIDTH)-1:0] bit_idx;
    reg [WIDTH-1:0] shift_reg;
    reg transmitting;
    assign serial_clk = clk;           
    assign frame_sync = transmitting;  
    assign busy       = transmitting;  
    always @(posedge clk or negedge rst_n) begin
        if (!rst_n) begin
            bit_idx      <= 0;
            shift_reg    <= 0;
            transmitting <= 0;
            serial_data  <= 0;
        end else begin
            if (!transmitting) begin
                if (start) begin
                    shift_reg    <= parallel_data;
                    bit_idx      <= 0;
                    transmitting <= 1;
                end
            end else begin
                serial_data <= shift_reg[0];
                shift_reg   <= shift_reg >> 1;
                bit_idx     <= bit_idx + 1;
                if (bit_idx == WIDTH - 1) begin
                    transmitting <= 0;  
                end
            end
        end
    end
endmodule
module Systolic4x4 #(
    parameter AW   = 8,
    parameter BW   = 8,
    parameter ACCW = 32,
    parameter ROWS = 4,
    parameter COLS = 4,
    parameter K    = 4
)(
    input  wire clk,
    input  wire rst_n,
    input  wire start,
    input  wire signed [((ROWS*K)*AW)-1:0] A_in,
    input  wire signed [((K*COLS)*BW)-1:0] B_in,
    output reg done,
    output reg signed [((ROWS*COLS)*ACCW)-1:0] C_out
);
    wire signed [AW-1:0] A_wires [0:ROWS-1][0:COLS-1];
    wire signed [BW-1:0] B_wires [0:ROWS-1][0:COLS-1];
    (* keep = "true" *)wire signed [AW-1:0] A_outs [0:ROWS-1][0:COLS-1]  ;
    (* keep = "true" *)wire signed [BW-1:0] B_outs [0:ROWS-1][0:COLS-1]  ;
    wire signed [ACCW-1:0] acc_wires [0:ROWS-1][0:COLS-1];
    reg signed [AW-1:0] A_shift [0:ROWS-1][0:(K+COLS)-1];
    reg signed [BW-1:0] B_shift [0:(K+ROWS)-1][0:COLS-1];
    reg running;
    reg load_acc;
    reg [31:0] cycle_cnt;
    wire ce_local = running;
    genvar r, c;
    generate
        for (r = 0; r < ROWS; r = r + 1) begin: row_loop
            for (c = 0; c < COLS; c = c + 1) begin: col_loop
                PE_MAC #(
                    .AW(AW),
                    .BW(BW),
                    .ACCW(ACCW)
                ) pe_i (
                    .clk(clk),
                    .rst_n(rst_n),
                    .ce(ce_local),
                    .A_in(A_wires[r][c]),
                    .B_in(B_wires[r][c]),
                    .load_acc(load_acc),
                    .A_out(A_outs[r][c]),
                    .B_out(B_outs[r][c]),
                    .acc_out(acc_wires[r][c])
                );
            end
        end
    endgenerate
    generate
        for (r = 0; r < ROWS; r = r + 1) begin: assign_rows
            for (c = 0; c < COLS; c = c + 1) begin: assign_cols
                assign A_wires[r][c] = (c == 0) ? A_shift[r][0] : A_outs[r][c-1];
                assign B_wires[r][c] = (r == 0) ? B_shift[0][c] : B_outs[r-1][c];
            end
        end
    endgenerate
    task load_shift_buffers;
        integer i, j;
        begin
            for (i = 0; i < ROWS; i = i + 1)
                for (j = 0; j < (K+COLS); j = j + 1)
                    A_shift[i][j] <= 0;
            for (i = 0; i < (K+ROWS); i = i + 1)
                for (j = 0; j < COLS; j = j + 1)
                    B_shift[i][j] <= 0;
            for (i = 0; i < ROWS; i = i + 1)
                for (j = 0; j < K; j = j + 1)
                    A_shift[i][i+j] <= A_in[((i*K)+j)*AW +: AW];
            for (j = 0; j < COLS; j = j + 1)
                for (i = 0; i < K; i = i + 1)
                    B_shift[i+j][j] <= B_in[((i*COLS)+j)*BW +: BW];
        end
    endtask
    integer rr, cc, s;
    always @(posedge clk or negedge rst_n) begin
        if (!rst_n) begin
            running   <= 0;
            cycle_cnt <= 0;
            load_acc  <= 0;
            done      <= 0;
            C_out     <= 0;
        end else if (start && !running) begin
            load_shift_buffers();
            running   <= 1;
            cycle_cnt <= 0;
            load_acc  <= 1;
            done      <= 0;
        end else if (running) begin
            load_acc <= 0;
            for (rr = 0; rr < ROWS; rr = rr + 1)
                for (s = 0; s < (K+COLS-1); s = s + 1)
                    A_shift[rr][s] <= A_shift[rr][s+1];
            for (cc = 0; cc < COLS; cc = cc + 1)
                for (s = 0; s < (K+ROWS-1); s = s + 1)
                    B_shift[s][cc] <= B_shift[s+1][cc];
            cycle_cnt <= cycle_cnt + 1;
            if (cycle_cnt >= (K + ROWS + COLS - 2)) begin
                for (rr = 0; rr < ROWS; rr = rr + 1)
                    for (cc = 0; cc < COLS; cc = cc + 1)
                        C_out[((rr*COLS)+cc)*ACCW +: ACCW] <= acc_wires[rr][cc];
                running <= 0;
                done    <= 1;
            end else begin
                done <= 0;
            end
        end else begin
            load_acc <= 0;
            done     <= 0;
        end
    end
endmodule
module Systolic4x4_serial_io (
    input  wire clk,
    input  wire rst_n,
    input  wire start,
    input  wire A_in_serial_data,
    input  wire A_in_serial_clk,
    input  wire A_in_frame_sync,
    input  wire B_in_serial_data,
    input  wire B_in_serial_clk,
    input  wire B_in_frame_sync,
    output wire C_out_serial_data,
    output wire C_out_serial_clk,
    output wire C_out_frame_sync,
    output wire done
  );
    parameter AW    = 8;
    parameter BW    = 8;
    parameter ACCW  = 32;
    parameter ROWS  = 4;
    parameter COLS  = 4;
    parameter K     = 4;
    localparam integer A_WIDTH = ROWS * K * AW;
    localparam integer B_WIDTH = K * COLS * BW;
    localparam integer C_WIDTH = ROWS * COLS * ACCW;
    wire [A_WIDTH-1:0] A_in;
    wire [B_WIDTH-1:0] B_in;
    wire [C_WIDTH-1:0] C_out;
    wire A_in_valid;
    wire B_in_valid;
    wire ser_busy;
    deserializer #(.WIDTH(A_WIDTH)) deser_A (
        .clk(clk),
        .rst_n(rst_n),
        .serial_clk(A_in_serial_clk),
        .serial_data(A_in_serial_data),
        .frame_sync(A_in_frame_sync),
        .parallel_data(A_in),
        .data_valid(A_in_valid)
    );
    deserializer #(.WIDTH(B_WIDTH)) deser_B (
        .clk(clk),
        .rst_n(rst_n),
        .serial_clk(B_in_serial_clk),
        .serial_data(B_in_serial_data),
        .frame_sync(B_in_frame_sync),
        .parallel_data(B_in),
        .data_valid(B_in_valid)
    );
    wire inputs_valid   = A_in_valid & B_in_valid;
    wire start_core     = start & inputs_valid;
    wire serializer_start = done & ~ser_busy;
    Systolic4x4 #(
        .AW(AW),
        .BW(BW),
        .ACCW(ACCW),
        .ROWS(ROWS),
        .COLS(COLS),
        .K(K)
    ) systolic_inst (
        .clk(clk),
        .rst_n(rst_n),
        .start(start_core),
        .A_in(A_in),
        .B_in(B_in),
        .done(done),
        .C_out(C_out)
    );
    serializer #(.WIDTH(C_WIDTH)) ser_C (
        .clk(clk),
        .rst_n(rst_n),
        .start(serializer_start),       
        .parallel_data(C_out),
        .serial_clk(C_out_serial_clk),
        .frame_sync(C_out_frame_sync),
        .serial_data(C_out_serial_data),
        .busy(ser_busy)
    );
endmodule
module top_wrapper(
    input  wire clk,
    input  wire rst_n,
    input  wire start,                  
    input  wire A_in_serial_data,
    input  wire A_in_serial_clk,
    input  wire A_in_frame_sync,
    input  wire B_in_serial_data,
    input  wire B_in_serial_clk,
    input  wire B_in_frame_sync,
    output wire C_out_serial_data,
    output wire C_out_serial_clk,
    output wire C_out_frame_sync,
    output wire done                   
);
    Systolic4x4_serial_io uut (
        .clk(clk),
        .rst_n(rst_n),
        .start(start),
        .A_in_serial_data(A_in_serial_data),
        .A_in_serial_clk(A_in_serial_clk),
        .A_in_frame_sync(A_in_frame_sync),
        .B_in_serial_data(B_in_serial_data),
        .B_in_serial_clk(B_in_serial_clk),
        .B_in_frame_sync(B_in_frame_sync),
        .C_out_serial_data(C_out_serial_data),
        .C_out_serial_clk(C_out_serial_clk),
        .C_out_frame_sync(C_out_frame_sync),
        .done(done)
    );
endmodule
==> /design/flow/run.sh <==
#!/bin/bash
# OpenROAD 26Q1-2900-gdf79404cd8, Yosys 0.63+post, stock flow scripts
make -C /OpenROAD-flow-scripts/flow DESIGN_CONFIG=/design/flow/config.mk WORK_HOME=/design/flow/orfs finish
==> /design/flow/config.mk <==
export PLATFORM = sky130hd
export DESIGN_NAME = top_wrapper
export DESIGN_NICKNAME = top_wrapper
export VERILOG_FILES = /design/flow/design.v
export SDC_FILE = /design/flow/constraint.sdc
export NUM_CORES = 4
export LEC_CHECK = 1
export CORE_UTILIZATION = 30
==> /design/flow/constraint.sdc <==
current_design top_wrapper

set clk_period 13.7
set clk_io_pct 0.2

create_clock -name clk0 -period $clk_period [get_ports {A_in_serial_clk}]
create_clock -name clk1 -period $clk_period [get_ports {B_in_serial_clk}]
create_clock -name clk2 -period $clk_period [get_ports {clk}]

set non_clock_inputs [all_inputs -no_clocks]
set_input_delay [expr $clk_period * $clk_io_pct] -clock clk0 $non_clock_inputs
set_output_delay [expr $clk_period * $clk_io_pct] -clock clk0 [all_outputs]
==> impl_summary.log <==
[flow] final metrics
INFO  metric outcome = complete, no violations
INFO  metric coreArea = 651,000 µm²
INFO  metric detail_route.first_pass.iterations = 7
INFO  metric dominant_register_cell = sky130_fd_sc_hd__dfrtp_1
INFO  metric drt-initial-drc-count = 6,033
INFO  metric place_congestion = 0.844
INFO  metric route.antenna.remaining_nets = 0
INFO  metric irDropWorstVdd = 0.114 mV
INFO  metric timing.reg2reg.setup_slack = 8590 ps
INFO  metric tightest_slew = 903 ps
INFO  metric openroad.warnings = 74
INFO  metric vias = 127,745
INFO  metric r2r_cells = 19
INFO  metric die.size.x = 811 µm
INFO  metric largest_area_cell = sky130_fd_sc_hd__dfrtp_1
INFO  metric clock_tree_from_tritoncts = done
INFO  metric setup_repair_after_global_routing_missed_its_margin = false
INFO  metric area.growth.synth_to_final = 13.3%
INFO  metric enable_flop_cells = 352
INFO  metric synth.cells.most_frequent = 3,942 x sky130_fd_sc_hd__nand2_1, 3,144 x sky130_fd_sc_hd__dfrtp_1, 1,531 x sky130_fd_sc_hd__inv_1, 1,188 x sky130_fd_sc_hd__mux2_2, 966 x sky130_fd_sc_hd__ha_1
INFO  metric top_cell_area_share = 40.1%
INFO  metric chip_area_in_the_yosys_report = 196,000 µm²
INFO  metric ys_seq_share = 45.5%
INFO  metric tns = 0 ps
INFO  metric number_of_gates_resized_after_cts = 0
INFO  metric num_rows = 296
INFO  metric via_count_of_the_first_global_routing_pass = 130,918
INFO  metric yosys.cell_types.count = 90
INFO  metric grt_first_pass_wirelength = 675 mm
INFO  metric post_route_wl = 393 mm
INFO  metric slew-limit-headroom = 39.7%
INFO  metric critPathCaptureType = primary output
INFO  metric ys.flops = 3,496
INFO  metric grt.total_usage = 12.6%
INFO  metric worst_ep_arrival_time = 7480 ps
INFO  metric final.setup_skew = 56.4 ps
INFO  metric io_pins = 13
INFO  metric global_route.overflow_total = 0
INFO  metric topCellsByArea = sky130_fd_sc_hd__dfrtp_1 40%, sky130_fd_sc_hd__fa_1 9.1%, sky130_fd_sc_hd__nand2_1 7.5%, sky130_fd_sc_hd__mux2_2 6.8%, sky130_fd_sc_hd__ha_1 6.2%
INFO  metric avgViaCountPerCell = 4.61
INFO  metric post-layout-total-power = 0.0376 W
INFO  metric initial_core_util = 30.2%
INFO  metric worst_setup_hold_path_clk_slew = 70 ps
INFO  metric drc_errors = 0
INFO  metric number_of_antenna_violations_at_the_first_check_in_global_routing = 11
INFO  metric min_delay_path_class = reg -> reg
INFO  metric timing.critical_path.from_type = clock port
INFO  metric cts.repair_timing.setup_buffer_count = 0
INFO  metric postCtsHoldBufs = 257
INFO  metric top_cell = sky130_fd_sc_hd__nand2_1
INFO  metric largest_net_degree_at_the_start_of_global_routing = 134
INFO  metric crit_fanout = 3
INFO  metric timing.hold.worst_endpoint = uut.deser_A.parallel_data[114]
INFO  metric max_transition_viols_final = 0
INFO  metric holdCritStartpoint = uut.deser_A.word_buffer[114]
INFO  metric syn_area = 196,000 µm²
INFO  metric p_per_area = 169 nW/µm²
INFO  metric synth_cells = 18,658
INFO  metric yosys_cells = 18,658
INFO  metric dp_hpwl = 254 mm
INFO  metric layout_cell_share_with_drive_strength_beyond_1 = 11.3%
INFO  metric final-setup-viol-count = 0
INFO  metric timing.critical_path.required = 10,960 ps
INFO  metric synth_warnings = 8
INFO  metric hold_viol_final = 0
INFO  metric postSynthAreaPerCell = 10.5 µm²
INFO  metric port_buffer_cells = 10
INFO  metric chip_area = 657,000 µm²
INFO  metric routedWlPerCell = 14.2 µm
INFO  metric synth-async-reset-ratio = 89.9%
INFO  metric holdPathStages = 1
INFO  metric leakagePower = 109 nW
INFO  metric path_class = clk -> out
INFO  metric height_of_the_die = 811 µm
INFO  metric maxCapViolations = 0
==> how the worst max path moves through the flow <==
stage,startpoint,to,slack [ps],cells after the start
6_report,clk,C_out_serial_clk,3480,3
4_1_cts,clk,C_out_serial_clk,3460,3
5_1_grt,clk,C_out_serial_clk,3450,3
==> cell families after synthesis <==
| group | count (synthesis) | share of synthesized area, % |
|---|---|---|
| AND-OR/OR-AND | 2759 | 9.29 |
| XOR/XNOR | 615 | 2.74 |
| adder cells (fa/ha/maj) | 1862 | 15.3 |
| buffers and inverters | 2308 | 4.42 |
| flip-flops | 3496 | 45.5 |
| multiplexers | 1736 | 9.61 |
| AND/OR/NAND/NOR | 5882 | 13.2 |
==> layout by cell type (no fill, tap or decap), types with 72 or more instances in the layout <==
cell type / n
sky130_fd_sc_hd__o31ai_1: 72
sky130_fd_sc_hd__nand3_1: 133
sky130_fd_sc_hd__fa_1: 896
sky130_fd_sc_hd__and2_1: 840
sky130_fd_sc_hd__o21ai_0: 920
sky130_fd_sc_hd__xnor2_1: 470
sky130_fd_sc_hd__mux2_2: 1188
sky130_fd_sc_hd__nor3_1: 126
sky130_fd_sc_hd__a21oi_1: 443
sky130_fd_sc_hd__inv_1: 1526
sky130_fd_sc_hd__mux2i_1: 548
sky130_fd_sc_hd__nand2b_1: 90
sky130_fd_sc_hd__a21o_1: 303
sky130_fd_sc_hd__buf_4: 172
sky130_fd_sc_hd__o21bai_1: 82
sky130_fd_sc_hd__nor2b_1: 185
sky130_fd_sc_hd__a22o_1: 347
sky130_fd_sc_hd__dfrtp_1: 3136
sky130_fd_sc_hd__clkbuf_16: 415
sky130_fd_sc_hd__xor2_1: 143
sky130_fd_sc_hd__nand2_1: 3939
sky130_fd_sc_hd__clkinv_2: 90
sky130_fd_sc_hd__edfxtp_1: 352
sky130_fd_sc_hd__o21a_1: 79
sky130_fd_sc_hd__ha_1: 966
sky130_fd_sc_hd__nor2_1: 344
sky130_fd_sc_hd__dlygate4sd3_1: 257
==> through the flow <==
| stage | std cells | worst slack (ps) | cell area [µm²] | hold WS (ps) | util (%) |
|---|---|---|---|---|---|
| CTS | 27717 | 3460 | 222000 | 6.31 | 34.2 |
| detailed placement | 26722 | 3740 | 206000 | 388 | 31.7 |
| finish | 27720 | 3480 | 222000 | 81.2 | 34.2 |
| global placement | 26722 | 3740 | 206000 | 381 | 31.7 |
| global route | 27719 | 3450 | 222000 | 67.4 | 34.2 |
| floorplan | 18658 | 1130 | 196000 | 372 | - |
==> report_power, final <==
part,total (W),internal (W),switching [W]
combinational,0.0126,0.00538,0.00722
sequential,0.0139,0.0121,0.00177
clock,0.0112,0.00668,0.00451
total,0.0376,0.0241,0.0135
==> worst max-delay path, cell delays in order <==
cell	delay, ps
sky130_fd_sc_hd__clkbuf_16	120
sky130_fd_sc_hd__clkbuf_16	120
sky130_fd_sc_hd__clkdlybuf4s50_1	390
==> cell type report <==
class	instances	area (µm²)
diodes	3	7.51
clock buffers	539	11500
clock inverters	200	2300
fillers	63621	428000
inverters	1532	5780
multi-input cells	12854	98400
flip-flops and latches	3496	89300
well taps	8642	10800
repair buffers	454	4290
==> metal layers <==
metal / track usage (%) / vias up / share of wire (%)
met2: 19.4 / 1723 / 44
met4: 2.64 / 12 / 2.6
met1: 18.7 / 62718 / 47
met3: 3.24 / 563 / 5.6
li1: - / 62729 / -
met5: 0 / - / 0.022
Power is estimated from default activity; no workload was simulated.
